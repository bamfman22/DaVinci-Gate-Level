--- design.v ---
`timescale 1ns/10ps
module SHIFT32(Y,D,S, LnR);
output [31:0] Y;
input [31:0] D;
input [31:0] S;
input LnR;
wire [31:0] barrelShift, orWire, test;
wire control;
OR32_2x1 r(orWire, 32'b0, {5'b0, S[31:5]});
BARREL_SHIFTER32 b(barrelShift, D, S[4:0], LnR);
genvar i;
generate
	for(i = 0; i <32; i = i+1)
	begin : or_loop
		if(i == 31) begin
			or r(control, test[i -1], 1'b0);
		end else if (i == 0) begin
			or r2(test[i], 1'b0, orWire[i]);
		end else begin
			or r1(test[i], test[i-1], orWire[i]);
		end
	end
endgenerate
MUX32_2x1 m(Y, barrelShift, 1'b0, control);
endmodule
module BARREL_SHIFTER32(Y,D,S, LnR);
output [31:0] Y;
input [31:0] D;
input [4:0] S;
input LnR;
wire [31:0] rWire, lWire;
SHIFT32_R r(rWire, D, S);
SHIFT32_L l(lWire, D, S);
MUX32_2x1 m(Y, rWire, lWire, LnR);
endmodule
module SHIFT32_R(Y,D,S);
output [31:0] Y;
input [31:0] D;
input [4:0] S;
wire muxResult [3:0][31:0];
genvar i, j, k , l;
generate
	for(i = 0; i <32; i=i+1)
	begin : input_loop
		if(i<31) begin
			MUX1_2x1 m(muxResult[0][i],D[i],D[i+1], S[0]);
		end else begin
			MUX1_2x1 m1(muxResult[0][i], D[i], 1'b0, S[0]);
		end
	end
	for(l=0; l <3; l=l+1) 
	begin : inner_3mux_loop
		for(k=0; k<32; k=k+1)	begin : inner_loop
			if(k<32 -2**(l+1)) begin
				MUX1_2x1 m2(muxResult[l+1][k], muxResult[l][k],muxResult[l][k+2**(l+1)], S[l+1]);
			end else begin
				MUX1_2x1 m3(muxResult[l+1][k], muxResult[l][k], 1'b0, S[l+1]);
			end
		end
	end
	for(j=0; j<32; j=j+1) begin : last_column_loop
		if(j<16) begin
			MUX1_2x1 m4(Y[j], muxResult[3][j], muxResult[3][j+16], S[4]);
		end else begin
			MUX1_2x1 m5(Y[j], muxResult[3][j], 1'b0, S[4]);
		end
	end
endgenerate
endmodule
module SHIFT32_L(Y,D,S);
output [31:0] Y;
input [31:0] D;
input [4:0] S;
wire muxResult [3:0][31:0];
genvar i,j,k,l;
generate
	for(i=0; i<32; i=i+1)
	begin : input_loop
		if(i>0) begin
			MUX1_2x1 m(muxResult[0][i], D[i], D[i-1], S[0]);
		end else begin
			MUX1_2x1 m1(muxResult[0][i], D[i], 1'b0, S[0]);
		end
	end
	for(l=0; l <3; l=l+1)
	begin : inner_loop
		for(k=0; k<32; k=k+1)
		begin : inner_loop1
			if(k>= 2**(l+1)) begin
				MUX1_2x1 m2(muxResult[l+1][k], muxResult[l][k], muxResult[l][k-2**(l+1)], S[l+1]);
			end else begin
				MUX1_2x1 m3(muxResult[l+1][k], muxResult[l][k], 1'b0, S[l+1]);
			end
		end
	end
	for(j=0; j<32; j=j+1)
	begin : last_column_loop
		if(j>16) begin
			MUX1_2x1 m4(Y[j], muxResult[3][j], muxResult[3][j-16], S[4]);
		end else begin
			MUX1_2x1 m5(Y[j], muxResult[3][j], 1'b0, S[4]);
		end
	end
endgenerate
endmodule
module NOR32_2x1(Y,A,B);
output [31:0] Y;
input [31:0] A;
input [31:0] B;
genvar i;
generate
	for(i = 0; i<32; i=i+1) begin : nor_loop
		nor init(Y[i], A[i],B[i]);
	end
endgenerate
endmodule
module AND32_2x1(Y,A,B);
output [31:0] Y;
input [31:0] A;
input [31:0] B;
genvar i;
generate
	for(i = 0; i <32; i=i+1) begin: AND32_2x1_loop
		and init(Y[i], A[i], B[i]);
		end
endgenerate
endmodule
module INV32_1x1(Y,A);
output [31:0] Y;
input [31:0] A;
genvar i;
generate
	for(i = 0; i<32; i= i +1) begin : inv_loop
		not init(Y[i], A[i]);
	end
endgenerate
endmodule
module OR32_2x1(Y,A,B);
output [31:0] Y;
input [31:0] A;
input [31:0] B;
genvar i;
generate
	for(i =0; i<32; i=i+1) begin : or_loop
		or init(Y[i], A[i],B[i]);
	end
endgenerate
endmodule
module BUF32_2x1(out, in);
input [31:0] in;
output [31:0] out;
genvar i;
generate
	for(i = 0; i<32; i =i + 1) begin : loop
		buf b(out[i], in[i]);
	end
endgenerate
endmodule
module MUX32_32x1(Y, I0, I1, I2, I3, I4, I5, I6, I7,
                     I8, I9, I10, I11, I12, I13, I14, I15,
                     I16, I17, I18, I19, I20, I21, I22, I23,
                     I24, I25, I26, I27, I28, I29, I30, I31, S);
output [31:0] Y;
input [31:0] I0, I1, I2, I3, I4, I5, I6, I7;
input [31:0] I8, I9, I10, I11, I12, I13, I14, I15;
input [31:0] I16, I17, I18, I19, I20, I21, I22, I23;
input [31:0] I24, I25, I26, I27, I28, I29, I30, I31;
input [4:0] S;
wire [31:0] mux1, mux2;
MUX32_16x1 m1(mux1, I0, I1, I2, I3, I4, I5, I6, I7, I8, I9, I10, I11, I12, I13, I14, I15, S[3:0]);
MUX32_16x1 m2(mux2, I16, I17, I18, I19, I20, I21, I22, I23, I24, I25, I26, I27, I28, I29, I30, I31, S[3:0]);
MUX32_2x1 m3(Y, mux1, mux2, S[4]);
endmodule
module MUX32_16x1(Y, I0, I1, I2, I3, I4, I5, I6, I7,
                     I8, I9, I10, I11, I12, I13, I14, I15, S);
output [31:0] Y;
input [31:0] I0;
input [31:0] I1;
input [31:0] I2;
input [31:0] I3;
input [31:0] I4;
input [31:0] I5;
input [31:0] I6;
input [31:0] I7;
input [31:0] I8;
input [31:0] I9;
input [31:0] I10;
input [31:0] I11;
input [31:0] I12;
input [31:0] I13;
input [31:0] I14;
input [31:0] I15;
input [3:0] S;
wire [31:0] mux1, mux2;
MUX32_8x1 m1(mux1, I0, I1, I2, I3, I4, I5, I6, I7, S[2:0]);
MUX32_8x1 m2(mux2, I8, I9, I10, I11, I12, I13, I14, I15, S[2:0]);
MUX32_2x1 m3(Y, mux1, mux2, S[3]);
endmodule
module MUX32_8x1(Y, I0, I1, I2, I3, I4, I5, I6, I7, S);
output [31:0] Y;
input [31:0] I0;
input [31:0] I1;
input [31:0] I2;
input [31:0] I3;
input [31:0] I4;
input [31:0] I5;
input [31:0] I6;
input [31:0] I7;
input [2:0] S;
wire [31:0] mux1, mux2;
MUX32_4x1 m1(mux1, I0, I1, I2, I3, S[1:0]);
MUX32_4x1 m2(mux2, I4, I5, I6, I7, S[1:0]);
MUX32_2x1 m3(Y, mux1, mux2, S[2]);
endmodule
module MUX32_4x1(Y, I0, I1, I2, I3, S);
output [31:0] Y;
input [31:0] I0;
input [31:0] I1;
input [31:0] I2;
input [31:0] I3;
input [1:0] S;
wire [31:0] mux1, mux2;
MUX32_2x1 m1(mux1, I0, I1, S[0]);
MUX32_2x1 m2(mux2, I2, I3, S[0]);
MUX32_2x1 m3(Y, mux1, mux2, S[1]);
endmodule
module MUX64_2x1(Y,I0,I1,S);
output [63:0] Y;
input [63:0] I0, I1;
input S;
genvar i;
generate
	for(i =0; i<64; i=i+1)
	begin : mux_loop
		MUX1_2x1 m(Y[i], I0[i],I1[i], S);
	end
endgenerate
endmodule
module MUX32_2x1(Y, I0, I1, S);
output [31:0] Y;
input [31:0] I0;
input [31:0] I1;
input S;
genvar i;
generate
	for(i=0; i<32; i=i+1) begin : mux32_2x1_loop
		MUX1_2x1 m(Y[i], I0[i], I1[i], S);
	end
endgenerate
endmodule
module MUX1_2x1(Y,I0, I1, S);
output Y;
input I0, I1, S;
wire notWire,and1Wire, and2Wire;
not not1(notWire, S);
and and1(and1Wire, I0, notWire);
and and2(and2Wire,I1,S);
or  or1(Y,and1Wire,and2Wire);
endmodule
module MUX26_2x1(result, operand1, operand2, control);
	input [25:0] operand1, operand2;
	input control;
	output [25:0] result;
	genvar i; generate
		for (i=0; i<26; i=i+1)begin : mux5_2x1_gen_loop
			MUX1_2x1 m(result[i], operand1[i], operand2[i], control);
		end
	endgenerate
endmodule
module MUX5_2x1(result, operand1, operand2, control);
	input [4:0] operand1, operand2;
	input control;
	output [4:0] result;
	genvar i; generate
		for (i=0; i<5; i=i+1)begin : mux5_2x1_gen_loop
			MUX1_2x1 m(result[i], operand1[i], operand2[i], control);
		end
	endgenerate
endmodule
--- run.sh ---
#!/bin/bash
# OpenROAD 26Q1-2900-gdf79404cd8, Yosys 0.63+post, stock flow scripts
make -C /OpenROAD-flow-scripts/flow DESIGN_CONFIG=/design/flow/config.mk WORK_HOME=/design/flow/orfs finish
--- config.mk ---
export PLATFORM = sky130hd
export DESIGN_NAME = SHIFT32
export DESIGN_NICKNAME = SHIFT32
export VERILOG_FILES = /design/flow/design.v
export SDC_FILE = /design/flow/constraint.sdc
export NUM_CORES = 4
export LEC_CHECK = 1
export CORE_UTILIZATION = 50
--- constraint.sdc ---
current_design SHIFT32

set clk_period 5.4
set clk_io_pct 0.2

create_clock -name clk0 -period $clk_period

set non_clock_inputs [all_inputs -no_clocks]
set_input_delay [expr $clk_period * $clk_io_pct] -clock clk0 $non_clock_inputs
set_output_delay [expr $clk_period * $clk_io_pct] -clock clk0 [all_outputs]
==> reports/results.txt <==
Setup crit start kind - primary input
Most instantiated cells after synthesis - nor2_1 (83), mux2i_1 (72), nand2_1 (55)
CLK BUF - 0
Placeable Area - 8720 um^2
MUX share of area - 0.407
Worst Tran Pin Value - 877 ps
Cell with the most instances after synthesis - nor2_1
Critical path endpoint category - primary output
Cell accounting for the most synthesized area - mux2i_1
Chip area - 9400 um^2
Place WS - 530 ps
Wire length of the first global-routing pass - 28600 um
Fmax - 199 MHz
DRT antenna net count - 0
Post-route DRC - 0
Status - finished clean
Sequential area share after synthesis - 0
Min Hold Slack - 3100 ps
OpenROAD warnings - 33
Flop pwr share - 0
Total gr overflow - 0
Net Sw Frac - 0.580
Die X - 97.0 um
Dominant comb cell - multiplexers
Die Y - 97.0 um
Global Route Usage Sum - 0.396
Slew headroom - 0.399
Storage cell area - 0 um^2
Leak - 0.00189 uW
Port Buf Inserts - 97
Synth warnings - 2
Worst min-delay path class - in2out
Post-placement cell count - 742
Sink of the worst hold path - Y[2]
Hold_sp - S[3]
Antenna violations before repair - 1
DR iter-0 viols - 561
RePlAce Congestion - 1.04
Vias post-DR - 5274
Switching power total - 276 uW
Vias in the first global route - 4889
Cts hold-fix bufs - 0
Max cap viols - 0
Power Dens Cells - 92.4 nW/um^2
FP Rows - 34
Critical Path Fanout Max - 58
XORs/XNORs by Area - 0
YS chip area - 4510 um^2
Vias per cell - 7.11
Final slew viol count - 0
Layout filler cell count - 795
Hold path depth - 5
Worst IR Drop VDD - 83.7 uV
Worst path required time - 4320 ps
Hpwl dp - 13900 um
Power Internal - 200 uW
TritonRoute pass-1 iters - 6
Cells in synth_stat.txt - 605
Fraction of layout instances using a drive strength above 1 - 0.167
DP Area - 5150 um^2
Final Hold Vio Count - 0
N_diodes - 0
Top area cell types - mux2i_1 (16%), mux4_2 (14%), mux2_2 (8.7%)
Syn_area_per_cell - 7.45 um^2
Final setup margin - 373 ps
Critical path class - in2out
Cells after Synth - 605
FP Util - 0.517
Area share of the largest cell type after synthesis - 0.160
I/O pins - 97
Resize count post-CTS - 0
Total wire length - 18200 um
Crit path arrival time - 3950 ps
Power share of the clock group - 0
Fa+ha+maj area frac - 0
Setup_tns - 0 ps
Min Tclk post-route - 5030 ps
Final period util - 0.931
Ao+oa area frac - 0.261
Post-Syn Area - 4510 um^2
Final Non-Filler Cells - 742
Flop count - 0
Simple-Gate Area Share - 0.188
Post-CTS Setup Bufs - 0
Yosys cell types - 70
Fin area - 5150 um^2
Final setup violation count - 0
Area growth syn-to-layout - 14.2%
Largest net degree at the start of global routing - 59
Avg WL per Cell - 24.5 um
RSZ-0062 raised after global routing - false
Logic pwr share - 1.000
[layout by cell type, fill, tap and decap left out, types with 3 or more instances in the layout]
cell type        synthesis  final
o2111ai_1                3      3
nor2b_1                  3      3
o211ai_1                13     13
o32ai_1                  5      5
o22ai_1                 15     15
mux2i_1                 72     72
clkdlybuf4s50_1          0     93
a21o_1                   3      3
nand2_1                 55     55
nor2_1                  83     83
a2bb2oi_1                4      4
a211oi_1                 7      7
a31oi_1                  9      9
and2_1                   3      3
buf_2                   21      3
mux2_2                  35     35
or2_2                    3      3
nor4_1                   7      7
or3_1                    3      3
or2_1                    3      3
nand4_1                  3      3
nand3_1                  8      8
buf_4                   41     24
inv_1                    4      4
nor3_1                   7      7
a22oi_1                  6      6
nand2b_1                10     10
o21ai_1                  5      5
a21oi_1                 42     42
a221oi_1                 4      4
o21ai_0                 26     26
mux4_2                  28     28
[worst max-delay path by stage]
stage / cells after the start / from / slack [ps] / to
4_1_cts: 9 / S[1] / 520 / Y[25]
5_1_grt: 9 / S[1] / 250 / Y[25]
6_report: 8 / S[1] / 370 / Y[6]
[critical path, cell delays in order]
cell and delay, ps:
buf_4 570, buf_4 320, mux2i_1 110, mux2i_1 720, mux4_2 460, nor2_1 50
o32ai_1 120, clkdlybuf4s50_1 500
[stage by stage]
step	util	total power, uW
2_1_floorplan	-	305
3_3_place_gp	0.590	458
3_5_place_dp	0.590	457
4_1_cts	0.590	460
5_1_grt	0.590	505
6_report	0.590	476
[power groups by stage]
stage	clock (uW)	sequential, uW	combinational (uW)
final	0	0	476
after global routing	0	0	505
after CTS	0	0	460
[layer usage]
layer	share of wire	wire, um	track usage
met4	0.038	688	0.118
met2	0.43	7800	0.580
met3	0.14	2460	0.132
met5	0	0	0
met1	0.40	7220	0.564
[cell families (layout without fill, tap and decap cells)]
kind of cell	count (synthesis)	count (layout)
AND-OR/OR-AND	172	172
AND/OR/NAND/NOR	193	193
buffers and inverters	99	128
multiplexers	141	141
[final cells by class]
class,count,area [um^2],share of cell area
multi-input combinational,506,3860,0.749
timing repair buffer,120,1130,0.219
tap,108,135,0.0262
inverter,8,30.0,0.00583
Power and IR drop assume default switching activity.
