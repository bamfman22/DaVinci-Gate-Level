==> flow/design.v <==
module MUX32_32x1(Y, I0, I1, I2, I3, I4, I5, I6, I7,
                     I8, I9, I10, I11, I12, I13, I14, I15,
                     I16, I17, I18, I19, I20, I21, I22, I23,
                     I24, I25, I26, I27, I28, I29, I30, I31, S);
output [31:0] Y;
input [31:0] I0, I1, I2, I3, I4, I5, I6, I7;
input [31:0] I8, I9, I10, I11, I12, I13, I14, I15;
input [31:0] I16, I17, I18, I19, I20, I21, I22, I23;
input [31:0] I24, I25, I26, I27, I28, I29, I30, I31;
input [4:0] S;
wire [31:0] mux1, mux2;
MUX32_16x1 m1(mux1, I0, I1, I2, I3, I4, I5, I6, I7, I8, I9, I10, I11, I12, I13, I14, I15, S[3:0]);
MUX32_16x1 m2(mux2, I16, I17, I18, I19, I20, I21, I22, I23, I24, I25, I26, I27, I28, I29, I30, I31, S[3:0]);
MUX32_2x1 m3(Y, mux1, mux2, S[4]);
endmodule
module MUX32_16x1(Y, I0, I1, I2, I3, I4, I5, I6, I7,
                     I8, I9, I10, I11, I12, I13, I14, I15, S);
output [31:0] Y;
input [31:0] I0;
input [31:0] I1;
input [31:0] I2;
input [31:0] I3;
input [31:0] I4;
input [31:0] I5;
input [31:0] I6;
input [31:0] I7;
input [31:0] I8;
input [31:0] I9;
input [31:0] I10;
input [31:0] I11;
input [31:0] I12;
input [31:0] I13;
input [31:0] I14;
input [31:0] I15;
input [3:0] S;
wire [31:0] mux1, mux2;
MUX32_8x1 m1(mux1, I0, I1, I2, I3, I4, I5, I6, I7, S[2:0]);
MUX32_8x1 m2(mux2, I8, I9, I10, I11, I12, I13, I14, I15, S[2:0]);
MUX32_2x1 m3(Y, mux1, mux2, S[3]);
endmodule
module MUX32_8x1(Y, I0, I1, I2, I3, I4, I5, I6, I7, S);
output [31:0] Y;
input [31:0] I0;
input [31:0] I1;
input [31:0] I2;
input [31:0] I3;
input [31:0] I4;
input [31:0] I5;
input [31:0] I6;
input [31:0] I7;
input [2:0] S;
wire [31:0] mux1, mux2;
MUX32_4x1 m1(mux1, I0, I1, I2, I3, S[1:0]);
MUX32_4x1 m2(mux2, I4, I5, I6, I7, S[1:0]);
MUX32_2x1 m3(Y, mux1, mux2, S[2]);
endmodule
module MUX32_4x1(Y, I0, I1, I2, I3, S);
output [31:0] Y;
input [31:0] I0;
input [31:0] I1;
input [31:0] I2;
input [31:0] I3;
input [1:0] S;
wire [31:0] mux1, mux2;
MUX32_2x1 m1(mux1, I0, I1, S[0]);
MUX32_2x1 m2(mux2, I2, I3, S[0]);
MUX32_2x1 m3(Y, mux1, mux2, S[1]);
endmodule
module MUX64_2x1(Y,I0,I1,S);
output [63:0] Y;
input [63:0] I0, I1;
input S;
genvar i;
generate
	for(i =0; i<64; i=i+1)
	begin : mux_loop
		MUX1_2x1 m(Y[i], I0[i],I1[i], S);
	end
endgenerate
endmodule
module MUX32_2x1(Y, I0, I1, S);
output [31:0] Y;
input [31:0] I0;
input [31:0] I1;
input S;
genvar i;
generate
	for(i=0; i<32; i=i+1) begin : mux32_2x1_loop
		MUX1_2x1 m(Y[i], I0[i], I1[i], S);
	end
endgenerate
endmodule
module MUX1_2x1(Y,I0, I1, S);
output Y;
input I0, I1, S;
wire notWire,and1Wire, and2Wire;
not not1(notWire, S);
and and1(and1Wire, I0, notWire);
and and2(and2Wire,I1,S);
or  or1(Y,and1Wire,and2Wire);
endmodule
module MUX26_2x1(result, operand1, operand2, control);
	input [25:0] operand1, operand2;
	input control;
	output [25:0] result;
	genvar i; generate
		for (i=0; i<26; i=i+1)begin : mux5_2x1_gen_loop
			MUX1_2x1 m(result[i], operand1[i], operand2[i], control);
		end
	endgenerate
endmodule
module MUX5_2x1(result, operand1, operand2, control);
	input [4:0] operand1, operand2;
	input control;
	output [4:0] result;
	genvar i; generate
		for (i=0; i<5; i=i+1)begin : mux5_2x1_gen_loop
			MUX1_2x1 m(result[i], operand1[i], operand2[i], control);
		end
	endgenerate
endmodule
==> flow/run.sh <==
#!/bin/bash
# OpenROAD 26Q1-2900-gdf79404cd8, Yosys 0.63+post, stock flow scripts
make -C /OpenROAD-flow-scripts/flow DESIGN_CONFIG=/design/flow/config.mk WORK_HOME=/design/flow/orfs finish
==> flow/config.mk <==
export PLATFORM = sky130hd
export DESIGN_NAME = MUX26_2x1
export DESIGN_NICKNAME = MUX26_2x1
export VERILOG_FILES = /design/flow/design.v
export SDC_FILE = /design/flow/constraint.sdc
export NUM_CORES = 4
export LEC_CHECK = 1
export CORE_AREA = 10 10 70 70
export DIE_AREA = 0 0 80 80
==> flow/constraint.sdc <==
current_design MUX26_2x1

set clk_period 1.0
set clk_io_pct 0.2

create_clock -name clk0 -period $clk_period

set non_clock_inputs [all_inputs -no_clocks]
set_input_delay [expr $clk_period * $clk_io_pct] -clock clk0 $non_clock_inputs
set_output_delay [expr $clk_period * $clk_io_pct] -clock clk0 [all_outputs]
==> changes_impl.md <==
## Implementation

- Outcome: finished, violations left
- Violated checks: negative setup slack
- WP buf/inv: 4
- Boundary Pins: about 79
- Yosys cell count: ~55
- Row Count: 21
- Slowest-stage cell, CP: mux2_4
- Tool warning count: 35
- Post-synthesis sequential area ratio: 0%
- Crit Path Max Fanout: 4
- DP HPWL: 1.95 mm
- Peak supply drop: between 0.00015 and 0.0002 V
- Worst hold slack: approximately 0.69 ns
- Most frequent logic cell in the layout: dlygate4sd2_1
- Endpoints failing hold: 0
- Global route overflow: 0
- Final setup vio count: 26
- Antenna fix cells: 0
- CP arrival: between 0.9 and 1 ns
- Critical path class: primary input to output pin
- Register area: 0 um^2
- Min Tclk post-route: 1.18 ns
- First-pass GRT wire length: 3.26 mm
- Top-area cell share: between 40% and 50%
- Post-layout period usage: 118%
- CP peak stage delay: 0.28 ns
- DR vias: between 500 and 600
- Worst-Margin Slew: 0.0646 ns
- Fmax: roughly 850 MHz
- Clock buffer count: 0
- Die width: about 80 um
- WL final: about 2.2 mm
- Drt wl/cell: 14.0 um
- FF+latch count: 0
- Largest net degree at the start of global routing: 8
- Chip area: 6400 um^2
- DRC viols: 0
- Via density: 3.47
- Vias in the first global route: 641
- DRT Pass-1 Iters: 2
- ANT nets after route: 0
- Largest area contributor in the synthesized netlist: mux2_4
- Setup WS post-layout: -0.176 ns
- Tot GR Track Use: 6.28%
- Area delta synth->final: 109%
- Synth cell types: 5
- Slew Viols, Final: 0
- Initial DRC Count: 13
- Die height: approximately 80 um
- Hold endpoint: result[3]
- Gpl congestion: approximately 0.79
- Initial antenna violation count: 0
- RSZ-0062 raised after global routing: true
- Place WS: -0.912 ns
- PD cells: between 300 and 400 nW/um^2
- Critical Path Sink Type: output pin
- Hold depth: 3
- Max-cap violations: 0
- YS chip area: roughly 610 um^2
- Worst path top cell family by delay: buffers and inverters
- LEAKAGE: 0.703 nW
- Relative max-transition margin: 95.7%
- Crit path DRT: around 0.80 ns
- Fp util: approximately 18%
- Largest cells by area after synthesis: mux2_4, buf_4, mux2_2
- Floorplan core area: 3420 um^2
- Mean Syn Cell Area: around 11 um^2
- Number of port buffers: between 70 and 80
- Synthesized area: a little over 600 um^2
- Post-cts hold buffer count: 0
- Top cells excl fill/tap: dlygate4sd2_1, mux2_4, buf_2
- Share of cells above drive strength 1: between 50 and 60%
- Crit-path cells: buf_12 -> buf_16 -> buf_4 -> mux2_4 -> buf_2
- Synth Warn #: 0
- Min-delay src: operand2[3]
- Critical Path Source Type: primary input
- Hold Path Class: primary input to output pin
- Post-Synthesis Cells: 55
[layer usage]
metal	global-route usage, %	wire [um]	share of wire [%]
met1	6.59	760	34
met2	12.3	1250	56
met3	2.16	203	9.2
met4	0	0	0
met5	0	0	0
[report_power, final]
| part | internal [mW] | switching, mW |
|---|---|---|
| clock | 0 | 0 |
| sequential | 0 | 0 |
| combinational | 0.386 | 0.104 |
| total | 0.386 | 0.104 |
[through the flow]
step	TNS [ns]	util (%)	total power [mW]	cells	area, um^2
2_1_floorplan	-1.02	-	0.313	55	698
3_3_place_gp	-22.79	36.2	0.517	152	1240
3_5_place_dp	-22.85	36.2	0.519	152	1240
4_1_cts	-2.55	36.7	0.494	158	1250
5_1_grt	-2.83	37.5	0.527	158	1280
6_report	-2.38	37.5	0.490	158	1280
[logic make-up after synthesis]
logic type  count (synthesis)  share of synthesized area [%]
buf+inv                    29                           40.1
mux                        26                           59.9
[what timing repair did]
| action | in CTS | in global routing |
|---|---|---|
| gates cloned | 3 | 0 |
| gates resized | 143 | 7 |
| setup buffers | 3 | 0 |
| setup endpoints to repair | 26 | 26 |
[area by class of cell]
class / instances / area, um^2
fillers: 351 / 2130
multi-input cells: 26 / 387
well taps: 46 / 57.6
repair buffers: 86 / 838
[how the worst max path moves through the flow]
stage	from	end	slack [ns]	cells past startpoint
after CTS	control	result[6]	-0.18	5
final	control	result[6]	-0.18	5
after global routing	control	result[24]	-0.20	5
[cell usage after synthesis]
cell,number
buf_6,1
buf_4,26
buf_12,2
mux2_4,20
mux2_2,6
Power and IR drop assume default switching activity.
